==> design/flow/design.v <==
interface mon_itf(
    input   bit             clk,
    input   bit             rst
);
            logic           valid [8];
            logic   [63:0]  order [8];
            logic   [31:0]  inst [8];
            logic           halt [8];
            logic   [4:0]   rs1_addr [8];
            logic   [4:0]   rs2_addr [8];
            logic   [31:0]  rs1_rdata [8];
            logic   [31:0]  rs2_rdata [8];
            logic   [4:0]   rd_addr [8];
            logic   [31:0]  rd_wdata [8];
            logic   [31:0]  pc_rdata [8];
            logic   [31:0]  pc_wdata [8];
            logic   [31:0]  mem_addr [8];
            logic   [3:0]   mem_rmask [8];
            logic   [3:0]   mem_wmask [8];
            logic   [31:0]  mem_rdata [8];
            logic   [31:0]  mem_wdata [8];
            bit             error = 1'b0;
endinterface
interface banked_mem_itf(
    input   bit         clk,
    input   bit         rst
);
    logic   [31:0]      addr;
    logic               read;
    logic               write;
    logic   [63:0]      wdata;
    logic               ready;
    logic   [31:0]      raddr;
    logic   [63:0]      rdata;
    logic               rvalid;
    bit                 error = 1'b0;
    modport dut (
        input           clk,
        input           rst,
        output          addr,
        output          read,
        output          write,
        output          wdata,
        input           ready,
        input           raddr,
        input           rdata,
        input           rvalid
    );
    modport mem (
        input           clk,
        input           rst,
        input           addr,
        input           read,
        input           write,
        input           wdata,
        output          ready,
        output          rdata,
        output          raddr,
        output          rvalid,
        output          error
    );
    modport mon (
        input           clk,
        input           rst,
        input           addr,
        input           read,
        input           write,
        input           wdata,
        input           ready,
        input           rdata,
        input           raddr,
        input           rvalid,
        input           error
    );
endinterface
interface mem_itf(
    input   bit         clk,
    input   bit         rst
);
    logic   [31:0]      addr;
    logic   [3:0]       rmask;
    logic   [3:0]       wmask;
    logic   [31:0]      rdata;
    logic   [31:0]      wdata;
    logic               resp;
    bit                 error = 1'b0;
    modport dut (
        input           clk,
        input           rst,
        output          addr,
        output          rmask,
        output          wmask,
        input           rdata,
        output          wdata,
        input           resp
    );
    modport mem (
        input           clk,
        input           rst,
        input           addr,
        input           rmask,
        input           wmask,
        output          rdata,
        input           wdata,
        output          resp,
        output          error
    );
    modport mon (
        input           clk,
        input           rst,
        input           addr,
        input           rmask,
        input           wmask,
        input           rdata,
        input           wdata,
        input           resp,
        output          error
    );
endinterface
package rv32i_types;
    localparam st_qsize = 4;
    localparam st_qidx_w = 2;
    localparam rob_idx_bits = $clog2(8);
    localparam ROB_WIDTH_ = rob_idx_bits;
    typedef enum logic [6:0] {
        op_b_lui   = 7'b0110111,  
        op_b_auipc = 7'b0010111,  
        op_b_jal   = 7'b1101111,  
        op_b_jalr  = 7'b1100111,  
        op_b_br    = 7'b1100011,  
        op_b_load  = 7'b0000011,  
        op_b_store = 7'b0100011,  
        op_b_imm   = 7'b0010011,  
        op_b_reg   = 7'b0110011,  
        op_b_csr   = 7'b1110011   
    } rv32i_op_b_t;
    typedef enum logic [2:0] {
        funct3_mul      = 3'b000,   
        funct3_mulh     = 3'b001,   
        funct3_mulhsu   = 3'b010,   
        funct3_mulhu    = 3'b011,    
        funct3_div      = 3'b100,
        funct3_divu     = 3'b101,
        funct3_rem      = 3'b110,
        funct3_remu     = 3'b111
    } mul_b_t;
    typedef enum logic [1:0] {
        sign_sign      = 2'b00, 
        sign_unsign     = 2'b01,   
        unsign_unsign   = 2'b10  
    } mul_type_t;
    typedef enum logic  {
        division_op      = 1'b0, 
        remainder_op     = 1'b1 
    } div_type_t;
    typedef enum logic [6:0] {
        multiply    = 7'b0000001   
    } funct7_mul_t;
     typedef enum logic [2:0] {
        beq  = 3'b000,
        bne  = 3'b001,
        blt  = 3'b100,
        bge  = 3'b101,
        bltu = 3'b110,
        bgeu = 3'b111
    } branch_funct3_t;
    typedef enum logic [2:0] {
        lb  = 3'b000,
        lh  = 3'b001,
        lw  = 3'b010,
        lbu = 3'b100,
        lhu = 3'b101
    } load_funct3_t;
    typedef enum logic [2:0] {
        sb = 3'b000,
        sh = 3'b001,
        sw = 3'b010
    } store_funct3_t;
    typedef enum logic [2:0] {
        add  = 3'b000,  
        sll  = 3'b001,
        slt  = 3'b010,
        sltu = 3'b011,
        axor = 3'b100,
        sr   = 3'b101,  
        aor  = 3'b110,
        aand = 3'b111
    } arith_funct3_t;
    typedef enum logic [2:0] {
        alu_add = 3'b000,
        alu_sll = 3'b001,
        alu_sra = 3'b010,
        alu_sub = 3'b011,
        alu_xor = 3'b100,
        alu_srl = 3'b101,
        alu_or  = 3'b110,
        alu_and = 3'b111
    } alu_ops;
    typedef enum logic [2:0] {
        alu_op = 3'b000,
        mul_op = 3'b001,
        jmp_op = 3'b010,
        brn_op = 3'b011,
        div_op = 3'b100,
        misc = 3'b111
    } op_type;
    typedef struct packed {
        logic valid;
        logic stall;
    } inst_queue_interface;
    typedef struct packed {
        logic [31:0] inst;
        logic [63:0] order;
        logic valid;
        logic [4:0] rs1_addr;
        logic [4:0] rs2_addr;
        logic [31:0] rs1_rdata;
        logic [31:0] rs2_rdata;
        logic [4:0] rd_addr;
        logic [31:0] rd_wdata;
        logic [31:0] pc_rdata;
        logic [31:0] pc_wdata;
        logic [31:0] mem_addr;
        logic [3:0] mem_rmask;
        logic [3:0] mem_wmask;
        logic [31:0] mem_rdata;
        logic [31:0] mem_wdata;
    } rvfi_signal_t;
    typedef struct packed{
    logic   [31:0]  operand_a;
    logic   [31:0]  operand_b;
    logic   [2:0]   alu_opcode;
    logic   [1:0]   mem_op;
    logic   [2:0]   funct3;
    logic   [6:0]   funct7;
    logic   [31:0]  current_pc;
    logic   [31:0]  imm_val;
    logic   [1:0]   alu_rd_type;
    logic           data_a_is_imm;
    logic           data_b_is_imm;
    op_type         function_type;
    logic   [1:0]   mult_type;
    logic           upper;
    logic           div_op;
    } decoded_inst_t;
    typedef struct packed{
        logic sign;
        logic [7:0] tag;
    } branch_tag_t;
    typedef struct packed {
        logic [31:0] mem_addr;
        logic [3:0] mem_rmask;
        logic [31:0] mem_rdata;
        logic [3:0] mem_wmask;
        logic [31:0] mem_wdata;
    } mem_rvfi;
    typedef struct packed {
        logic ready;
        logic [63:0] inst_type;
        logic [63:0] dest_reg;
        logic [31:0] comp_val;
        rvfi_signal_t RVFI;
    } DecodedInst_t;
    typedef struct packed {
        logic ready;
        logic [4:0] dest_reg;
        logic [31:0] comp_val;
        logic is_branch;
        logic is_store;
        logic is_load;
        logic branch_taken;
        branch_tag_t br_tag;
        logic sign;
        rvfi_signal_t RVFI;
    } ROBentry_t;
    typedef struct packed {
        logic rs1_ready;
        logic [31:0] rs1_data;
        logic rs2_ready;
        logic [31:0] rs2_data;
        branch_tag_t br_tag;
        logic [rob_idx_bits-1:0] dest_ROB_in;
        logic [2:0] alu_opcode;
        logic [1:0] alu_rd_type;
    } ResEntry_reg_t;
    typedef struct packed {
        logic rs1_ready;
        logic [31:0] rs1_data; 
        logic rs2_ready;
        logic [31:0] rs2_data;
        branch_tag_t br_tag;
        logic [rob_idx_bits-1:0] dest_ROB;
    } ResEntry_base_t;
    typedef struct packed {
        logic rs1_ready;
        logic [31:0] rs1_data;
        logic rs2_ready;
        logic [31:0] rs2_data;
        branch_tag_t br_tag;
        logic [rob_idx_bits-1:0] dest_ROB_in;
        logic   [1:0]   mult_type;
        logic       upper;
    } ResEntryMult_reg_t;
    typedef struct packed {
        logic rs1_ready;
        logic [31:0] rs1_data;
        logic rs2_ready;
        logic [31:0] rs2_data;
        branch_tag_t br_tag;
        logic [rob_idx_bits-1:0] dest_ROB_in;
        logic div_op_out;
    } ResEntryDiv_reg_t;
    typedef struct packed {
        logic rs1_ready;
        logic [31:0] rs1_data;
        logic rs2_ready;
        logic [31:0] rs2_data;
        branch_tag_t br_tag;
        logic [rob_idx_bits-1:0] dest_ROB_in;
        logic   cmp_type;    
        logic [2:0] cmp_op;
        logic [31:0] imm_val;
        logic [31:0] pc_val;
    } ResEntryCmp_reg_t;
    typedef struct packed {
        logic [st_qsize-1:0] st_offset; 
        logic rs1_ready;
        logic [31:0] rs1_data;
        branch_tag_t br_tag;
        logic [rob_idx_bits-1:0] dest_ROB_in;
        logic [31:0] imm_value;
        logic [2:0] funct3; 
    } ResEntryLd_reg_t;
    typedef struct packed {
        logic rs1_ready;
        logic [31:0] rs1_data;
        logic rs2_ready;
        logic [31:0] rs2_data;
        branch_tag_t br_tag;
        logic [rob_idx_bits-1:0] dest_ROB_in;
        logic [31:0] imm_value;
        logic [2:0] funct3; 
    } ResEntrySt_reg_t;
    typedef struct packed {
        logic read_dispatch;
        ResEntry_reg_t content;
    } ResStation_i;
    typedef struct packed {
        logic read_dispatch;
        ResEntryMult_reg_t content;
    } ResStationMult_i;
    typedef struct packed {
        logic read_dispatch;
        ResEntryCmp_reg_t content;
    } ResStationCmp_i;
    typedef struct packed {
        logic read_dispatch;
        ResEntryDiv_reg_t content;
    } ResStationDiv_i;
    typedef struct packed {
        logic [rob_idx_bits-1:0] dest_ROB;
        logic [31:0] rd_v;
        logic [31:0] jump_pc;
        branch_tag_t br_tag;
        logic branch_taken;
        logic commit_ready;
        logic commit_valid;
        mem_rvfi ld_rvfi;
    } CDB_output_t;
    typedef struct packed {
        logic [31:0] reg_value;
        logic [rob_idx_bits-1:0] ROB_idx;
        logic ROB_busy;
        branch_tag_t ROB_br_tag;
    } RegFile_t;
    typedef struct packed {
        logic [rob_idx_bits-1:0] ROB_idx;
        logic ROB_busy;
    } RegState_t;
    typedef struct packed {
        logic [rob_idx_bits-1:0] ROB_idx;
        logic ROB_busy;
        logic [31:0] value;
        branch_tag_t br_tag;
    } ROBinfo_t;
    typedef struct packed {
        logic [rob_idx_bits-1:0] alu_rs1_rob_idx;
        logic [rob_idx_bits-1:0] alu_rs2_rob_idx;
        logic [rob_idx_bits-1:0] mul_rs1_rob_idx;
        logic [rob_idx_bits-1:0] mul_rs2_rob_idx;
        logic [rob_idx_bits-1:0] cmp_rs1_rob_idx;
        logic [rob_idx_bits-1:0] cmp_rs2_rob_idx;
    } RS_registers_t;
    typedef struct packed {
        ROBentry_t alu_rs1_rob_data;
        ROBentry_t alu_rs2_rob_data;
        ROBentry_t mul_rs1_rob_data;
        ROBentry_t mul_rs2_rob_data;
        ROBentry_t cmp_rs1_rob_data;
        ROBentry_t cmp_rs2_rob_data;
    } RS_data_t;
    typedef enum logic [1:0] {
        idle = 2'b00,
        waiting_ld = 2'b01,
        waiting_st = 2'b10,
        commit = 2'b11
    } datastore_state_t;
     typedef enum logic [1:0]{
        way_0 = 2'b00,
        way_1 = 2'b01,
        way_2 = 2'b10,
        way_3 = 2'b11
     } way_sel_t;
     typedef enum logic [2:0]{
        word0 = 3'b000,
        word1 = 3'b001,
        word2 = 3'b010,
        word3 = 3'b011,
        word4 = 3'b100,
        word5 = 3'b101,
        word6 = 3'b110,
        word7 = 3'b111
     } word_sel_t;
    typedef enum logic [1:0] {
        idle_cache = 2'b00,
        lookup = 2'b01,
        writeback = 2'b10,
        writeAlloc = 2'b11
    } cache_state_t;
endpackage
module plrufile#(
    parameter NUM_SET = 16,
    parameter SET_IDX = 4
)
(
    input   logic           clk,
    input   logic           rst,
    input   logic           regf_we,
    input   logic   [2:0]   plru_dv,
    input   logic   [SET_IDX-1:0]   plru_sr, plru_dr,
    input   logic   [2:0]   plru_mask,
    output  logic   [2:0]   plru_sv
);
    logic   [2:0]  data [NUM_SET];
    always_ff @(posedge clk) begin
        if (rst) begin
            for (int i = 0; i < NUM_SET; i++) begin
                data[i] <= 3'b000;
            end
        end else if (regf_we) begin
            if(plru_mask[0]) data[plru_dr][0] <= plru_dv[0];
            if(plru_mask[1]) data[plru_dr][1] <= plru_dv[1];
            if(plru_mask[2]) data[plru_dr][2] <= plru_dv[2];
        end
    end
    always_comb begin
        if (rst) begin
            plru_sv = 3'b000;
        end 
        else begin
            plru_sv = data[plru_sr];
        end
    end
endmodule : plrufile
==> design/flow/run.sh <==
#!/bin/bash
# OpenROAD 26Q1-2900-gdf79404cd8, Yosys 0.63+post, stock flow scripts
make -C /OpenROAD-flow-scripts/flow DESIGN_CONFIG=/design/flow/config.mk WORK_HOME=/design/flow/orfs finish
==> design/flow/config.mk <==
export PLATFORM = sky130hd
export DESIGN_NAME = plrufile
export DESIGN_NICKNAME = plrufile
export VERILOG_FILES = /design/flow/design.v
export SDC_FILE = /design/flow/constraint.sdc
export NUM_CORES = 4
export LEC_CHECK = 1
export CORE_UTILIZATION = 50
==> design/flow/constraint.sdc <==
current_design plrufile

set clk_period 2.1
set clk_io_pct 0.2

create_clock -name clk0 -period $clk_period [get_ports {clk}]

set non_clock_inputs [all_inputs -no_clocks]
set_input_delay [expr $clk_period * $clk_io_pct] -clock clk0 $non_clock_inputs
set_output_delay [expr $clk_period * $clk_io_pct] -clock clk0 [all_outputs]
==> impl_metrics.csv <==
group,metric,value,unit
status,status,"finished with violations",
status,violations,"negative setup slack",
global_routing,grt_max_degree,49,
synthesis,synth_cell_types,24,
global_routing,grt_usage,0.259,
die,io_pins,20,
clock_network,cts_tree,"built",
die,rows,25,
drt,drtIter0Drc,106,
synthesis,ys_chip_area,2470,µm²
synthesis,yosys_warnings,1,
worst_setup_path,critPathSlowestCell,"mux4_2",
synthesis,syn_area,2470,µm²
sta,holdWs,1.01,ns
place,detailedPlacementHpwl,4.03,mm
worst_setup_path,crit_fanout,1,
cells_and_area,area_growth,25.9,%
synthesis,synth_flops,48,
die,die_w,72.3,µm
worst_setup_path,worstPathRequired,1.68,ns
clock_network,cts-root-buf,"clkbuf_8",
cells_and_area,layout_top_cells,"nor2_1, o21ai_0, edfxtp_1",
synthesis,ys_seq_share,0.583,
sta,period_minus_slack,2.12,ns
sta,max_slew_margin,0.745,
pwr,ir_drop,0.458,mV
clock_network,htree_num_levels,2,
die,die-area,5230,µm²
cells_and_area,layout-drive-gt1-share,0.234,
synthesis,synthCells,223,
sta,rsz0062_at_grt,"yes",
sta,fin_ws,-0.0236,ns
run,openroad.warnings,27,
global_routing,antenna_found_initial,0,
clock_network,clk_pin_slew_worst_paths,0.08,ns
synthesis,yosysTopAreaCell,"edfxtp_1",
drt,vias,1917,
die,die.size.y,72.3,µm
run,drv_cap,0,
drt,via_per_inst,5.64,
drt,drcViolationCount,0,
pwr,p_leak,1.05,nW
worst_setup_path,endpoint,"plru_sv[2]",
worst_setup_path,crit_start,"data[15][2]",
pwr,p_per_area,607,nW/µm²
synthesis,yosysTopAreaCellShare,0.583,
worst_setup_path,crit_chain,"mux4_2 > a32o_2 > a31o_1 > buf_2",
sta,finalClockPeriodUsage,1.01,
clock_network,numCtsBuffers,5,
place,pre_cts_slack,-0.780,ns
synthesis,top_cells_by_area,"edfxtp_1, o21ai_0, nor2_1, mux4_2, nand2_1",
drt,routedWlPerCell,16.3,µm
worst_setup_path,crit_arrival,1.70,ns
drt,n_antenna_cell,0,
sta,drv_slew,0,
die,core_area,4750,µm²
global_routing,first_global_vias,1856,
clock_network,clock-sinks,48,
min_path,hold_path_class,"input pin to flip-flop",
worst_setup_path,crit_family,"multiplexers",
worst_setup_path,worstSetupPathType,"flip-flop to output port",
drt,drt_pass1_iterations,4,
sta,tightestPinTransition,0.383,ns
synthesis,syn_avg_cell_area,11.1,µm²
clock_network,clock_path_buffers,2,
worst_setup_path,critPathMaxStageDelay,0.48,ns
sta,finalSetupViolCount,1,
cells_and_area,reg.largest.list,"data x48",
synthesis,ys_cells,223,
worst_setup_path,crit_cells,4,
cells_and_area,regMostFlops,"data",
worst_setup_path,critPathCaptureType,"output port",
cells_and_area,layout_top_cell,"nor2_1",
worst_setup_path,cp-start-kind,"flip-flop",
place,port_buffers,19,
sta,finalHoldViolations,0,
global_routing,grt_pass1_wl,9.26,mm
place,routabilityCongestion,0.845,
drt,drtAntennaViolNets,0,
worst_setup_path,crit_buf_inv,1,
pwr,power,1.89,mW
global_routing,overflow,0,
die,initial_core_util,0.520,
cells_and_area,largest_reg_flops,48,
drt,totalWireLength,5.54,mm
sta,max_freq,471,MHz
area by class of cell:
class	count	area, µm²
clock buffers	5	68.8
clock inverters	2	7.51
fillers	398	1640
inverters	2	7.51
multi-input cells	158	972
flip-flops and latches	48	1440
well taps	67	83.8
repair buffers	58	533
cell usage after synthesis:
master	number
mux2i_1	2
nor2b_1	7
edfxtp_1	48
buf_2	2
or3_1	1
mux2_2	1
mux4_1	2
o21ai_0	48
a22oi_1	2
a2bb2oi_1	1
nand4_1	1
nand2_1	15
inv_1	2
and3b_1	1
mux4_2	8
a31o_1	1
nand3_1	11
a311oi_1	1
a31oi_1	2
nor2_1	52
mux2_1	1
a32o_1	1
buf_6	2
clkbuf_1	11
through the flow:
stage | area (µm²) | utilization | TNS, ns | cells
after floorplan | 2470 | - | 0 | 223
after global placement | 2950 | 0.620 | -4.06 | 327
after detailed placement | 2950 | 0.620 | -4.08 | 327
after CTS | 3060 | 0.643 | -0.215 | 335
after global routing | 3110 | 0.655 | -0.103 | 340
final | 3110 | 0.655 | -0.0236 | 340
per-layer routing:
metal / part of all wire / global-route usage
met2: 0.44 / 0.359
met1: 0.44 / 0.456
met3: 0.10 / 0.106
met4: 0.010 / 0.0218
met5: 0 / 0
cells by family after synthesis:
kind of cell           Yosys count  share of synthesized area
buffers and inverters           17                     0.0329
AND/OR/NAND/NOR                 88                      0.150
multiplexers                    14                      0.111
AND-OR/OR-AND                   56                      0.123
flip-flops                      48                      0.583
power breakdown:
part / switching [mW] / internal (mW)
Clock: 0.279 / 0.220
Sequential: 0.0156 / 1.10
Combinational: 0.131 / 0.143
worst min-delay path, stage by stage:
cell and delay, ns:
clkdlybuf4s50_1 0.40, nand3_1 0.11, buf_4 0.17, nor2_1 0.05
timing repair:
action,CTS,global route
setup buffers,1,5
pin swaps,3,4
gates resized,30,5
gates cloned,0,0
setup endpoints to repair,3,3
endpoints found under the hold margin,0,0
hold buffers,0,0
how the worst min path moves through the flow:
stage,startpoint,endpoint,slack (ns),cells past startpoint
4_1_cts,plru_dv[2],data[13][2],1.02,4
5_1_grt,plru_dv[1],data[12][1],1.04,4
6_report,plru_dv[0],data[13][0],1.01,4
Power figures rest on the tool's default switching activity, not on a simulated workload.
