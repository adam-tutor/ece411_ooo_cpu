$ cat /design/flow/run.sh
#!/bin/bash
# OpenROAD 26Q1-2900-gdf79404cd8, Yosys 0.63+post, stock flow scripts
make -C /OpenROAD-flow-scripts/flow DESIGN_CONFIG=/design/flow/config.mk WORK_HOME=/design/flow/orfs finish
$ cat /design/flow/config.mk
export PLATFORM = sky130hd
export DESIGN_NAME = ff_array
export DESIGN_NICKNAME = ff_array
export VERILOG_FILES = /design/flow/design.v
export SDC_FILE = /design/flow/constraint.sdc
export NUM_CORES = 4
export LEC_CHECK = 1
export CORE_UTILIZATION = 30
$ cat /design/flow/constraint.sdc
current_design ff_array

set clk_period 2.1
set clk_io_pct 0.2

create_clock -name clk0 -period $clk_period [get_ports {clk0}]

set non_clock_inputs [all_inputs -no_clocks]
set_input_delay [expr $clk_period * $clk_io_pct] -clock clk0 $non_clock_inputs
set_output_delay [expr $clk_period * $clk_io_pct] -clock clk0 [all_outputs]
$ cat /design/flow/design.v
interface mon_itf(
    input   bit             clk,
    input   bit             rst
);
            logic           valid [8];
            logic   [63:0]  order [8];
            logic   [31:0]  inst [8];
            logic           halt [8];
            logic   [4:0]   rs1_addr [8];
            logic   [4:0]   rs2_addr [8];
            logic   [31:0]  rs1_rdata [8];
            logic   [31:0]  rs2_rdata [8];
            logic   [4:0]   rd_addr [8];
            logic   [31:0]  rd_wdata [8];
            logic   [31:0]  pc_rdata [8];
            logic   [31:0]  pc_wdata [8];
            logic   [31:0]  mem_addr [8];
            logic   [3:0]   mem_rmask [8];
            logic   [3:0]   mem_wmask [8];
            logic   [31:0]  mem_rdata [8];
            logic   [31:0]  mem_wdata [8];
            bit             error = 1'b0;
endinterface
interface banked_mem_itf(
    input   bit         clk,
    input   bit         rst
);
    logic   [31:0]      addr;
    logic               read;
    logic               write;
    logic   [63:0]      wdata;
    logic               ready;
    logic   [31:0]      raddr;
    logic   [63:0]      rdata;
    logic               rvalid;
    bit                 error = 1'b0;
    modport dut (
        input           clk,
        input           rst,
        output          addr,
        output          read,
        output          write,
        output          wdata,
        input           ready,
        input           raddr,
        input           rdata,
        input           rvalid
    );
    modport mem (
        input           clk,
        input           rst,
        input           addr,
        input           read,
        input           write,
        input           wdata,
        output          ready,
        output          rdata,
        output          raddr,
        output          rvalid,
        output          error
    );
    modport mon (
        input           clk,
        input           rst,
        input           addr,
        input           read,
        input           write,
        input           wdata,
        input           ready,
        input           rdata,
        input           raddr,
        input           rvalid,
        input           error
    );
endinterface
interface mem_itf(
    input   bit         clk,
    input   bit         rst
);
    logic   [31:0]      addr;
    logic   [3:0]       rmask;
    logic   [3:0]       wmask;
    logic   [31:0]      rdata;
    logic   [31:0]      wdata;
    logic               resp;
    bit                 error = 1'b0;
    modport dut (
        input           clk,
        input           rst,
        output          addr,
        output          rmask,
        output          wmask,
        input           rdata,
        output          wdata,
        input           resp
    );
    modport mem (
        input           clk,
        input           rst,
        input           addr,
        input           rmask,
        input           wmask,
        output          rdata,
        input           wdata,
        output          resp,
        output          error
    );
    modport mon (
        input           clk,
        input           rst,
        input           addr,
        input           rmask,
        input           wmask,
        input           rdata,
        input           wdata,
        input           resp,
        output          error
    );
endinterface
package rv32i_types;
    localparam st_qsize = 4;
    localparam st_qidx_w = 2;
    localparam rob_idx_bits = $clog2(8);
    localparam ROB_WIDTH_ = rob_idx_bits;
    typedef enum logic [6:0] {
        op_b_lui   = 7'b0110111,  
        op_b_auipc = 7'b0010111,  
        op_b_jal   = 7'b1101111,  
        op_b_jalr  = 7'b1100111,  
        op_b_br    = 7'b1100011,  
        op_b_load  = 7'b0000011,  
        op_b_store = 7'b0100011,  
        op_b_imm   = 7'b0010011,  
        op_b_reg   = 7'b0110011,  
        op_b_csr   = 7'b1110011   
    } rv32i_op_b_t;
    typedef enum logic [2:0] {
        funct3_mul      = 3'b000,   
        funct3_mulh     = 3'b001,   
        funct3_mulhsu   = 3'b010,   
        funct3_mulhu    = 3'b011,    
        funct3_div      = 3'b100,
        funct3_divu     = 3'b101,
        funct3_rem      = 3'b110,
        funct3_remu     = 3'b111
    } mul_b_t;
    typedef enum logic [1:0] {
        sign_sign      = 2'b00, 
        sign_unsign     = 2'b01,   
        unsign_unsign   = 2'b10  
    } mul_type_t;
    typedef enum logic  {
        division_op      = 1'b0, 
        remainder_op     = 1'b1 
    } div_type_t;
    typedef enum logic [6:0] {
        multiply    = 7'b0000001   
    } funct7_mul_t;
     typedef enum logic [2:0] {
        beq  = 3'b000,
        bne  = 3'b001,
        blt  = 3'b100,
        bge  = 3'b101,
        bltu = 3'b110,
        bgeu = 3'b111
    } branch_funct3_t;
    typedef enum logic [2:0] {
        lb  = 3'b000,
        lh  = 3'b001,
        lw  = 3'b010,
        lbu = 3'b100,
        lhu = 3'b101
    } load_funct3_t;
    typedef enum logic [2:0] {
        sb = 3'b000,
        sh = 3'b001,
        sw = 3'b010
    } store_funct3_t;
    typedef enum logic [2:0] {
        add  = 3'b000,  
        sll  = 3'b001,
        slt  = 3'b010,
        sltu = 3'b011,
        axor = 3'b100,
        sr   = 3'b101,  
        aor  = 3'b110,
        aand = 3'b111
    } arith_funct3_t;
    typedef enum logic [2:0] {
        alu_add = 3'b000,
        alu_sll = 3'b001,
        alu_sra = 3'b010,
        alu_sub = 3'b011,
        alu_xor = 3'b100,
        alu_srl = 3'b101,
        alu_or  = 3'b110,
        alu_and = 3'b111
    } alu_ops;
    typedef enum logic [2:0] {
        alu_op = 3'b000,
        mul_op = 3'b001,
        jmp_op = 3'b010,
        brn_op = 3'b011,
        div_op = 3'b100,
        misc = 3'b111
    } op_type;
    typedef struct packed {
        logic valid;
        logic stall;
    } inst_queue_interface;
    typedef struct packed {
        logic [31:0] inst;
        logic [63:0] order;
        logic valid;
        logic [4:0] rs1_addr;
        logic [4:0] rs2_addr;
        logic [31:0] rs1_rdata;
        logic [31:0] rs2_rdata;
        logic [4:0] rd_addr;
        logic [31:0] rd_wdata;
        logic [31:0] pc_rdata;
        logic [31:0] pc_wdata;
        logic [31:0] mem_addr;
        logic [3:0] mem_rmask;
        logic [3:0] mem_wmask;
        logic [31:0] mem_rdata;
        logic [31:0] mem_wdata;
    } rvfi_signal_t;
    typedef struct packed{
    logic   [31:0]  operand_a;
    logic   [31:0]  operand_b;
    logic   [2:0]   alu_opcode;
    logic   [1:0]   mem_op;
    logic   [2:0]   funct3;
    logic   [6:0]   funct7;
    logic   [31:0]  current_pc;
    logic   [31:0]  imm_val;
    logic   [1:0]   alu_rd_type;
    logic           data_a_is_imm;
    logic           data_b_is_imm;
    op_type         function_type;
    logic   [1:0]   mult_type;
    logic           upper;
    logic           div_op;
    } decoded_inst_t;
    typedef struct packed{
        logic sign;
        logic [7:0] tag;
    } branch_tag_t;
    typedef struct packed {
        logic [31:0] mem_addr;
        logic [3:0] mem_rmask;
        logic [31:0] mem_rdata;
        logic [3:0] mem_wmask;
        logic [31:0] mem_wdata;
    } mem_rvfi;
    typedef struct packed {
        logic ready;
        logic [63:0] inst_type;
        logic [63:0] dest_reg;
        logic [31:0] comp_val;
        rvfi_signal_t RVFI;
    } DecodedInst_t;
    typedef struct packed {
        logic ready;
        logic [4:0] dest_reg;
        logic [31:0] comp_val;
        logic is_branch;
        logic is_store;
        logic is_load;
        logic branch_taken;
        branch_tag_t br_tag;
        logic sign;
        rvfi_signal_t RVFI;
    } ROBentry_t;
    typedef struct packed {
        logic rs1_ready;
        logic [31:0] rs1_data;
        logic rs2_ready;
        logic [31:0] rs2_data;
        branch_tag_t br_tag;
        logic [rob_idx_bits-1:0] dest_ROB_in;
        logic [2:0] alu_opcode;
        logic [1:0] alu_rd_type;
    } ResEntry_reg_t;
    typedef struct packed {
        logic rs1_ready;
        logic [31:0] rs1_data; 
        logic rs2_ready;
        logic [31:0] rs2_data;
        branch_tag_t br_tag;
        logic [rob_idx_bits-1:0] dest_ROB;
    } ResEntry_base_t;
    typedef struct packed {
        logic rs1_ready;
        logic [31:0] rs1_data;
        logic rs2_ready;
        logic [31:0] rs2_data;
        branch_tag_t br_tag;
        logic [rob_idx_bits-1:0] dest_ROB_in;
        logic   [1:0]   mult_type;
        logic       upper;
    } ResEntryMult_reg_t;
    typedef struct packed {
        logic rs1_ready;
        logic [31:0] rs1_data;
        logic rs2_ready;
        logic [31:0] rs2_data;
        branch_tag_t br_tag;
        logic [rob_idx_bits-1:0] dest_ROB_in;
        logic div_op_out;
    } ResEntryDiv_reg_t;
    typedef struct packed {
        logic rs1_ready;
        logic [31:0] rs1_data;
        logic rs2_ready;
        logic [31:0] rs2_data;
        branch_tag_t br_tag;
        logic [rob_idx_bits-1:0] dest_ROB_in;
        logic   cmp_type;    
        logic [2:0] cmp_op;
        logic [31:0] imm_val;
        logic [31:0] pc_val;
    } ResEntryCmp_reg_t;
    typedef struct packed {
        logic [st_qsize-1:0] st_offset; 
        logic rs1_ready;
        logic [31:0] rs1_data;
        branch_tag_t br_tag;
        logic [rob_idx_bits-1:0] dest_ROB_in;
        logic [31:0] imm_value;
        logic [2:0] funct3; 
    } ResEntryLd_reg_t;
    typedef struct packed {
        logic rs1_ready;
        logic [31:0] rs1_data;
        logic rs2_ready;
        logic [31:0] rs2_data;
        branch_tag_t br_tag;
        logic [rob_idx_bits-1:0] dest_ROB_in;
        logic [31:0] imm_value;
        logic [2:0] funct3; 
    } ResEntrySt_reg_t;
    typedef struct packed {
        logic read_dispatch;
        ResEntry_reg_t content;
    } ResStation_i;
    typedef struct packed {
        logic read_dispatch;
        ResEntryMult_reg_t content;
    } ResStationMult_i;
    typedef struct packed {
        logic read_dispatch;
        ResEntryCmp_reg_t content;
    } ResStationCmp_i;
    typedef struct packed {
        logic read_dispatch;
        ResEntryDiv_reg_t content;
    } ResStationDiv_i;
    typedef struct packed {
        logic [rob_idx_bits-1:0] dest_ROB;
        logic [31:0] rd_v;
        logic [31:0] jump_pc;
        branch_tag_t br_tag;
        logic branch_taken;
        logic commit_ready;
        logic commit_valid;
        mem_rvfi ld_rvfi;
    } CDB_output_t;
    typedef struct packed {
        logic [31:0] reg_value;
        logic [rob_idx_bits-1:0] ROB_idx;
        logic ROB_busy;
        branch_tag_t ROB_br_tag;
    } RegFile_t;
    typedef struct packed {
        logic [rob_idx_bits-1:0] ROB_idx;
        logic ROB_busy;
    } RegState_t;
    typedef struct packed {
        logic [rob_idx_bits-1:0] ROB_idx;
        logic ROB_busy;
        logic [31:0] value;
        branch_tag_t br_tag;
    } ROBinfo_t;
    typedef struct packed {
        logic [rob_idx_bits-1:0] alu_rs1_rob_idx;
        logic [rob_idx_bits-1:0] alu_rs2_rob_idx;
        logic [rob_idx_bits-1:0] mul_rs1_rob_idx;
        logic [rob_idx_bits-1:0] mul_rs2_rob_idx;
        logic [rob_idx_bits-1:0] cmp_rs1_rob_idx;
        logic [rob_idx_bits-1:0] cmp_rs2_rob_idx;
    } RS_registers_t;
    typedef struct packed {
        ROBentry_t alu_rs1_rob_data;
        ROBentry_t alu_rs2_rob_data;
        ROBentry_t mul_rs1_rob_data;
        ROBentry_t mul_rs2_rob_data;
        ROBentry_t cmp_rs1_rob_data;
        ROBentry_t cmp_rs2_rob_data;
    } RS_data_t;
    typedef enum logic [1:0] {
        idle = 2'b00,
        waiting_ld = 2'b01,
        waiting_st = 2'b10,
        commit = 2'b11
    } datastore_state_t;
     typedef enum logic [1:0]{
        way_0 = 2'b00,
        way_1 = 2'b01,
        way_2 = 2'b10,
        way_3 = 2'b11
     } way_sel_t;
     typedef enum logic [2:0]{
        word0 = 3'b000,
        word1 = 3'b001,
        word2 = 3'b010,
        word3 = 3'b011,
        word4 = 3'b100,
        word5 = 3'b101,
        word6 = 3'b110,
        word7 = 3'b111
     } word_sel_t;
    typedef enum logic [1:0] {
        idle_cache = 2'b00,
        lookup = 2'b01,
        writeback = 2'b10,
        writeAlloc = 2'b11
    } cache_state_t;
endpackage
module ff_array #(
            parameter               S_INDEX     = 4,
            parameter               WIDTH       = 1
)(
    input   logic                   clk0,
    input   logic                   rst0,
    input   logic                   csb0,
    input   logic                   web0,
    input   logic   [S_INDEX-1:0]   addr0,
    input   logic   [WIDTH-1:0]     din0,
    output  logic   [WIDTH-1:0]     dout0
);
            localparam              NUM_SETS    = 2**S_INDEX;
            logic                   web0_reg;
            logic   [S_INDEX-1:0]   addr0_reg;
            logic   [WIDTH-1:0]     din0_reg;
            logic   [WIDTH-1:0]     internal_array [NUM_SETS];
    always_ff @(posedge clk0) begin
        if (rst0) begin
            web0_reg  <= 1'b0;
            addr0_reg <= 'x;
            din0_reg  <= 'x;
        end else begin
            if (!csb0) begin
                web0_reg  <= web0;
                addr0_reg <= addr0;
                din0_reg  <= din0;
            end
        end
    end
    always_ff @(posedge clk0) begin
        if (rst0) begin
            for (int i = 0; i < NUM_SETS; i++) begin
                internal_array[i] <= '0;
            end
        end else begin
            if (!web0_reg) begin
                internal_array[addr0_reg] <= din0_reg;
            end
        end
    end
    always_comb begin
        dout0 = internal_array[addr0_reg];
    end
endmodule : ff_array
==> Table 3: Implementation characteristics <==
Physical design parameters

Parameter                              Value

Final timing
  Setup repair after global routing missed its margin .................. false
  Post-layout period usage .................. 90.7%
  Setup-failing EPs final .................. 0
  Slew @ Worst Pin .................. 0.536 ns
  Achievable Freq .................. 0.525 GHz
  Sum Neg Setup Slack .................. 0 ns
  Shortest period the worst path allows .................. 1.90 ns
  Hold Violations, Final .................. 0
  Headroom to the max-slew limit .................. 63.9%
  Worst setup margin .................. 0.195 ns
  Layout Skew .................. 0.00207 ns
  Number of pins with negative max-slew slack in the final report .................. 0

Power and ir drop
  Worst VDD drop .................. 0.605 mV
  Clock share of power .................. 35.6%
  Power density cells .................. 794 mW/mm²
  Net switching power figure .................. 241 µW
  Share of power burned in combinational logic .................. 10.7%
  Internal power .................. 910 µW
  Share of power burned in registers .................. 53.7%
  Switching part of the total power .................. 20.9%
  P_leak .................. 0.000568 µW

Floorplan
  Core Box Area .................. 0.00377 mm²
  Die extent in x .................. 65.7 µm
  Initial cell density of the core .................. 32.3%
  Area enclosed by the die boundary .................. 0.00432 mm²
  Die height .................. 65.7 µm
  Placement row count .................. 22
  Boundary Pins .................. 10

Clocking
  CTS Buf Count .................. 3
  CTS H-tree depth .................. 1
  Later-pin clock latency in the skew report .................. 0.27 ns
  Number of setup buffers added after CTS .................. 0
  Clock Sink Count .................. 26
  TritonCTS clock tree .................. built
  Root buffer selected by CTS .................. clkbuf_8
  Clk pin slew, worst setup/hold paths .................. 0.09 ns
  Longest Clk Path Bufs .................. 2
  CTS Hold Bufs .................. 0
  Post_cts resized .................. 7

Synth
  Synthesized area per cell .................. 13.1 µm²
  Async S/R FF share, synth .................. 0%
  Dominant cell area share .................. 51.7%
  Flip-flops with a built-in enable .................. 21
  Netlist area before placement .................. 0.00122 mm²
  Dominant Register Cell .................. edfxtp_1
  Count of yosys warnings during synthesis .................. 1
  Synth unique cells .................. 20
  Cell type with the largest total area after synthesis .................. edfxtp_1
  Flip-flop and latch count after synthesis .................. 26
  Sequential share of the synthesized area .................. 60.0%
  Cells in synth_stat.txt .................. 93
  Chip area from the yosys synthesis statistics .................. 0.00122 mm²
  Biggest area cells .................. edfxtp_1 (52%), mux4_1 (8.6%), dfxtp_1 (8.2%), a21o_1 (7.4%), nor2_1 (5.9%)
  Post-synthesis cell count .................. 93

Route
  Number of nets still failing antenna checks after routing .................. 0
  Wire length reported by the detailed router .................. 2320 µm
  Initial DRC Count .................. 23
  Wire length per cell .................. 14.9 µm
  Diodes inserted .................. 0
  Residual DRC count .................. 0
  Ratio of routed vias to standard cells .................. 4.92
  Vias .................. 768
  Detailed-router iteration count before antenna repair .................. 4

Worst setup path
  Delay of the slowest cell on the worst path .................. 0.50 ns
  Endpoint kind of the worst setup timing path .................. primary output
  Biggest fanout along the worst timing path .................. 4
  Sequence of cells on the critical path .................. mux4_2 -> mux2i_1 -> mux2i_1 -> clkbuf_2
  Critical path's slowest cell .................. mux4_2
  Arr. time, crit path .................. 1.48 ns
  Type of the setup path with the least slack .................. reg2out
  Data required time at the worst endpoint .................. 1.68 ns
  Crit start category .................. register
  Reg-to-reg startpoint .................. addr0_reg[1]
  Depth of the worst register-to-register path .................. 2
  Cell seen most often among critical-path stages .................. mux2i_1

Hold path
  Class of the worst hold path .................. reg2reg
  Hold_sp .................. web0_reg
  Depth of the worst hold-timing path .................. 2

Global route
  Number of antenna violations at the first check in global routing .................. 0
  GR Util All Layers .................. 13.1%
  Overflow left after global routing .................. 0
  First-pass GRT wire length .................. 3910 µm
  Number of global-route vias before repair .................. 780
  Pin count of the biggest net entering global routing .................. 16

Place
  Number of buffers inserted by port buffering .................. 9
  Post-Place Setup Slack .................. 0.0511 ns
  Global placer's final weighted congestion .................. 0.839
  Post-detailed-placement half-perimeter wirelength .................. 1710 µm

Final layout
  Sequential Area .................. 734 µm²
  Fillcell total .................. 367
  Area delta synth->final .................. 18.9%
  Utilization of the core after routing .................. 38.4%
  Multi-input gate area in the final layout .................. 460 µm²
  Layout cell share with drive strength beyond 1 .................. 17.6%

Status
  Run status .................. complete, no violations

Run
  MaxCap Viol Count .................. 0
  Number of OpenROAD warnings .................. 25
-- final timing paths --
path                  endpoint  slack [ns]
min                   web0_reg        0.59
max reg2reg  internal_array[4]        0.59
max                   dout0[0]        0.20
min reg2reg           web0_reg        0.59
-- stage by stage --
step | cells | power, µW | hold slack, ns | cell area (µm²)
floorplan | 93 | 696 | 0.519 | 1220
global placement | 152 | 750 | 0.557 | 1390
detailed placement | 152 | 751 | 0.576 | 1390
CTS | 156 | 1160 | 0.592 | 1450
global route | 156 | 1200 | 0.656 | 1450
finish | 156 | 1150 | 0.587 | 1450
-- per-layer routing --
metal,GRT usage [%],routed length [µm],vias up
met2,20.0,1040,16
met3,3.17,89,2
met4,0.815,9,0
met5,0,0,-
li1,-,-,375
met1,20.9,1180,375
-- logic make-up after synthesis --
| logic type | synth area share, % |
|---|---|
| AND/OR/NAND/NOR | 13.6 |
| flip-flops | 60.0 |
| AND-OR/OR-AND | 9.86 |
| multiplexers | 15.6 |
| buffers and inverters | 1.03 |
-- worst max-delay path: cells and delay by family, from the launching register on --
kind                   cells  cell delay [ns]
flip-flops                 1             0.39
multiplexers               3             0.74
buffers and inverters      1             0.09
-- layout by cell type (no fill, tap or decap), types with 5 or more instances in the layout --
master,synthesis,layout
nand2_1,5,5
a21o_1,12,12
buf_4,0,5
nor2_1,19,19
edfxtp_1,21,21
clkdlybuf4s50_1,0,8
-- power by group through the flow --
stage	registers (µW)	clock network [µW]	logic, µW
final	618	409	123
after global routing	623	443	134
after CTS	618	419	124
-- Yosys cell counts (2+ instances only) --
cell type	count
nand3_1	2
nor2_1	19
mux2_2	4
a21o_1	12
edfxtp_1	21
mux2i_1	4
o21bai_1	4
dfxtp_1	5
nand2b_1	2
nand2_1	5
mux4_1	4
clkbuf_1	2
nor2b_1	2
-- cell type report --
type                            count  share of cell area, %
Sequential cell                    26                   50.7
Multi-Input combinational cell     64                   31.8
Timing Repair Buffer               14                   8.46
Tap cell                           48                   4.15
Clock buffer                        3                   2.85
Clock inverter                      1                   2.07
No activity file was given, so power comes from the tool's default toggle rates.
