`./design.v`:
```
interface mon_itf(
    input   bit             clk,
    input   bit             rst
);
            logic           valid [8];
            logic   [63:0]  order [8];
            logic   [31:0]  inst [8];
            logic           halt [8];
            logic   [4:0]   rs1_addr [8];
            logic   [4:0]   rs2_addr [8];
            logic   [31:0]  rs1_rdata [8];
            logic   [31:0]  rs2_rdata [8];
            logic   [4:0]   rd_addr [8];
            logic   [31:0]  rd_wdata [8];
            logic   [31:0]  pc_rdata [8];
            logic   [31:0]  pc_wdata [8];
            logic   [31:0]  mem_addr [8];
            logic   [3:0]   mem_rmask [8];
            logic   [3:0]   mem_wmask [8];
            logic   [31:0]  mem_rdata [8];
            logic   [31:0]  mem_wdata [8];
            bit             error = 1'b0;
endinterface
interface banked_mem_itf(
    input   bit         clk,
    input   bit         rst
);
    logic   [31:0]      addr;
    logic               read;
    logic               write;
    logic   [63:0]      wdata;
    logic               ready;
    logic   [31:0]      raddr;
    logic   [63:0]      rdata;
    logic               rvalid;
    bit                 error = 1'b0;
    modport dut (
        input           clk,
        input           rst,
        output          addr,
        output          read,
        output          write,
        output          wdata,
        input           ready,
        input           raddr,
        input           rdata,
        input           rvalid
    );
    modport mem (
        input           clk,
        input           rst,
        input           addr,
        input           read,
        input           write,
        input           wdata,
        output          ready,
        output          rdata,
        output          raddr,
        output          rvalid,
        output          error
    );
    modport mon (
        input           clk,
        input           rst,
        input           addr,
        input           read,
        input           write,
        input           wdata,
        input           ready,
        input           rdata,
        input           raddr,
        input           rvalid,
        input           error
    );
endinterface
interface mem_itf(
    input   bit         clk,
    input   bit         rst
);
    logic   [31:0]      addr;
    logic   [3:0]       rmask;
    logic   [3:0]       wmask;
    logic   [31:0]      rdata;
    logic   [31:0]      wdata;
    logic               resp;
    bit                 error = 1'b0;
    modport dut (
        input           clk,
        input           rst,
        output          addr,
        output          rmask,
        output          wmask,
        input           rdata,
        output          wdata,
        input           resp
    );
    modport mem (
        input           clk,
        input           rst,
        input           addr,
        input           rmask,
        input           wmask,
        output          rdata,
        input           wdata,
        output          resp,
        output          error
    );
    modport mon (
        input           clk,
        input           rst,
        input           addr,
        input           rmask,
        input           wmask,
        input           rdata,
        input           wdata,
        input           resp,
        output          error
    );
endinterface
package rv32i_types;
    localparam st_qsize = 4;
    localparam st_qidx_w = 2;
    localparam rob_idx_bits = $clog2(8);
    localparam ROB_WIDTH_ = rob_idx_bits;
    typedef enum logic [6:0] {
        op_b_lui   = 7'b0110111,  
        op_b_auipc = 7'b0010111,  
        op_b_jal   = 7'b1101111,  
        op_b_jalr  = 7'b1100111,  
        op_b_br    = 7'b1100011,  
        op_b_load  = 7'b0000011,  
        op_b_store = 7'b0100011,  
        op_b_imm   = 7'b0010011,  
        op_b_reg   = 7'b0110011,  
        op_b_csr   = 7'b1110011   
    } rv32i_op_b_t;
    typedef enum logic [2:0] {
        funct3_mul      = 3'b000,   
        funct3_mulh     = 3'b001,   
        funct3_mulhsu   = 3'b010,   
        funct3_mulhu    = 3'b011,    
        funct3_div      = 3'b100,
        funct3_divu     = 3'b101,
        funct3_rem      = 3'b110,
        funct3_remu     = 3'b111
    } mul_b_t;
    typedef enum logic [1:0] {
        sign_sign      = 2'b00, 
        sign_unsign     = 2'b01,   
        unsign_unsign   = 2'b10  
    } mul_type_t;
    typedef enum logic  {
        division_op      = 1'b0, 
        remainder_op     = 1'b1 
    } div_type_t;
    typedef enum logic [6:0] {
        multiply    = 7'b0000001   
    } funct7_mul_t;
     typedef enum logic [2:0] {
        beq  = 3'b000,
        bne  = 3'b001,
        blt  = 3'b100,
        bge  = 3'b101,
        bltu = 3'b110,
        bgeu = 3'b111
    } branch_funct3_t;
    typedef enum logic [2:0] {
        lb  = 3'b000,
        lh  = 3'b001,
        lw  = 3'b010,
        lbu = 3'b100,
        lhu = 3'b101
    } load_funct3_t;
    typedef enum logic [2:0] {
        sb = 3'b000,
        sh = 3'b001,
        sw = 3'b010
    } store_funct3_t;
    typedef enum logic [2:0] {
        add  = 3'b000,  
        sll  = 3'b001,
        slt  = 3'b010,
        sltu = 3'b011,
        axor = 3'b100,
        sr   = 3'b101,  
        aor  = 3'b110,
        aand = 3'b111
    } arith_funct3_t;
    typedef enum logic [2:0] {
        alu_add = 3'b000,
        alu_sll = 3'b001,
        alu_sra = 3'b010,
        alu_sub = 3'b011,
        alu_xor = 3'b100,
        alu_srl = 3'b101,
        alu_or  = 3'b110,
        alu_and = 3'b111
    } alu_ops;
    typedef enum logic [2:0] {
        alu_op = 3'b000,
        mul_op = 3'b001,
        jmp_op = 3'b010,
        brn_op = 3'b011,
        div_op = 3'b100,
        misc = 3'b111
    } op_type;
    typedef struct packed {
        logic valid;
        logic stall;
    } inst_queue_interface;
    typedef struct packed {
        logic [31:0] inst;
        logic [63:0] order;
        logic valid;
        logic [4:0] rs1_addr;
        logic [4:0] rs2_addr;
        logic [31:0] rs1_rdata;
        logic [31:0] rs2_rdata;
        logic [4:0] rd_addr;
        logic [31:0] rd_wdata;
        logic [31:0] pc_rdata;
        logic [31:0] pc_wdata;
        logic [31:0] mem_addr;
        logic [3:0] mem_rmask;
        logic [3:0] mem_wmask;
        logic [31:0] mem_rdata;
        logic [31:0] mem_wdata;
    } rvfi_signal_t;
    typedef struct packed{
    logic   [31:0]  operand_a;
    logic   [31:0]  operand_b;
    logic   [2:0]   alu_opcode;
    logic   [1:0]   mem_op;
    logic   [2:0]   funct3;
    logic   [6:0]   funct7;
    logic   [31:0]  current_pc;
    logic   [31:0]  imm_val;
    logic   [1:0]   alu_rd_type;
    logic           data_a_is_imm;
    logic           data_b_is_imm;
    op_type         function_type;
    logic   [1:0]   mult_type;
    logic           upper;
    logic           div_op;
    } decoded_inst_t;
    typedef struct packed{
        logic sign;
        logic [7:0] tag;
    } branch_tag_t;
    typedef struct packed {
        logic [31:0] mem_addr;
        logic [3:0] mem_rmask;
        logic [31:0] mem_rdata;
        logic [3:0] mem_wmask;
        logic [31:0] mem_wdata;
    } mem_rvfi;
    typedef struct packed {
        logic ready;
        logic [63:0] inst_type;
        logic [63:0] dest_reg;
        logic [31:0] comp_val;
        rvfi_signal_t RVFI;
    } DecodedInst_t;
    typedef struct packed {
        logic ready;
        logic [4:0] dest_reg;
        logic [31:0] comp_val;
        logic is_branch;
        logic is_store;
        logic is_load;
        logic branch_taken;
        branch_tag_t br_tag;
        logic sign;
        rvfi_signal_t RVFI;
    } ROBentry_t;
    typedef struct packed {
        logic rs1_ready;
        logic [31:0] rs1_data;
        logic rs2_ready;
        logic [31:0] rs2_data;
        branch_tag_t br_tag;
        logic [rob_idx_bits-1:0] dest_ROB_in;
        logic [2:0] alu_opcode;
        logic [1:0] alu_rd_type;
    } ResEntry_reg_t;
    typedef struct packed {
        logic rs1_ready;
        logic [31:0] rs1_data; 
        logic rs2_ready;
        logic [31:0] rs2_data;
        branch_tag_t br_tag;
        logic [rob_idx_bits-1:0] dest_ROB;
    } ResEntry_base_t;
    typedef struct packed {
        logic rs1_ready;
        logic [31:0] rs1_data;
        logic rs2_ready;
        logic [31:0] rs2_data;
        branch_tag_t br_tag;
        logic [rob_idx_bits-1:0] dest_ROB_in;
        logic   [1:0]   mult_type;
        logic       upper;
    } ResEntryMult_reg_t;
    typedef struct packed {
        logic rs1_ready;
        logic [31:0] rs1_data;
        logic rs2_ready;
        logic [31:0] rs2_data;
        branch_tag_t br_tag;
        logic [rob_idx_bits-1:0] dest_ROB_in;
        logic div_op_out;
    } ResEntryDiv_reg_t;
    typedef struct packed {
        logic rs1_ready;
        logic [31:0] rs1_data;
        logic rs2_ready;
        logic [31:0] rs2_data;
        branch_tag_t br_tag;
        logic [rob_idx_bits-1:0] dest_ROB_in;
        logic   cmp_type;    
        logic [2:0] cmp_op;
        logic [31:0] imm_val;
        logic [31:0] pc_val;
    } ResEntryCmp_reg_t;
    typedef struct packed {
        logic [st_qsize-1:0] st_offset; 
        logic rs1_ready;
        logic [31:0] rs1_data;
        branch_tag_t br_tag;
        logic [rob_idx_bits-1:0] dest_ROB_in;
        logic [31:0] imm_value;
        logic [2:0] funct3; 
    } ResEntryLd_reg_t;
    typedef struct packed {
        logic rs1_ready;
        logic [31:0] rs1_data;
        logic rs2_ready;
        logic [31:0] rs2_data;
        branch_tag_t br_tag;
        logic [rob_idx_bits-1:0] dest_ROB_in;
        logic [31:0] imm_value;
        logic [2:0] funct3; 
    } ResEntrySt_reg_t;
    typedef struct packed {
        logic read_dispatch;
        ResEntry_reg_t content;
    } ResStation_i;
    typedef struct packed {
        logic read_dispatch;
        ResEntryMult_reg_t content;
    } ResStationMult_i;
    typedef struct packed {
        logic read_dispatch;
        ResEntryCmp_reg_t content;
    } ResStationCmp_i;
    typedef struct packed {
        logic read_dispatch;
        ResEntryDiv_reg_t content;
    } ResStationDiv_i;
    typedef struct packed {
        logic [rob_idx_bits-1:0] dest_ROB;
        logic [31:0] rd_v;
        logic [31:0] jump_pc;
        branch_tag_t br_tag;
        logic branch_taken;
        logic commit_ready;
        logic commit_valid;
        mem_rvfi ld_rvfi;
    } CDB_output_t;
    typedef struct packed {
        logic [31:0] reg_value;
        logic [rob_idx_bits-1:0] ROB_idx;
        logic ROB_busy;
        branch_tag_t ROB_br_tag;
    } RegFile_t;
    typedef struct packed {
        logic [rob_idx_bits-1:0] ROB_idx;
        logic ROB_busy;
    } RegState_t;
    typedef struct packed {
        logic [rob_idx_bits-1:0] ROB_idx;
        logic ROB_busy;
        logic [31:0] value;
        branch_tag_t br_tag;
    } ROBinfo_t;
    typedef struct packed {
        logic [rob_idx_bits-1:0] alu_rs1_rob_idx;
        logic [rob_idx_bits-1:0] alu_rs2_rob_idx;
        logic [rob_idx_bits-1:0] mul_rs1_rob_idx;
        logic [rob_idx_bits-1:0] mul_rs2_rob_idx;
        logic [rob_idx_bits-1:0] cmp_rs1_rob_idx;
        logic [rob_idx_bits-1:0] cmp_rs2_rob_idx;
    } RS_registers_t;
    typedef struct packed {
        ROBentry_t alu_rs1_rob_data;
        ROBentry_t alu_rs2_rob_data;
        ROBentry_t mul_rs1_rob_data;
        ROBentry_t mul_rs2_rob_data;
        ROBentry_t cmp_rs1_rob_data;
        ROBentry_t cmp_rs2_rob_data;
    } RS_data_t;
    typedef enum logic [1:0] {
        idle = 2'b00,
        waiting_ld = 2'b01,
        waiting_st = 2'b10,
        commit = 2'b11
    } datastore_state_t;
     typedef enum logic [1:0]{
        way_0 = 2'b00,
        way_1 = 2'b01,
        way_2 = 2'b10,
        way_3 = 2'b11
     } way_sel_t;
     typedef enum logic [2:0]{
        word0 = 3'b000,
        word1 = 3'b001,
        word2 = 3'b010,
        word3 = 3'b011,
        word4 = 3'b100,
        word5 = 3'b101,
        word6 = 3'b110,
        word7 = 3'b111
     } word_sel_t;
    typedef enum logic [1:0] {
        idle_cache = 2'b00,
        lookup = 2'b01,
        writeback = 2'b10,
        writeAlloc = 2'b11
    } cache_state_t;
endpackage
module cacheline_adaptor(
    input clk,
    input rst,
    input  logic   [31:0]  dfp_addr,
    input  logic           dfp_read,
    input  logic           dfp_write,
    output logic   [255:0] dfp_rdata,
    input  logic   [255:0] dfp_wdata,
    output logic           dfp_resp,
    output logic  [31:0]      bmem_addr,
    output logic              bmem_read,
    output logic              bmem_write,
    output logic  [63:0]      bmem_wdata,
    input logic               bmem_ready,
    input logic   [31:0]      bmem_raddr,
    input logic   [63:0]      bmem_rdata,
    input logic               bmem_rvalid
);
logic [2:0] count;
logic [255:0] buffer;
enum logic [1:0] { IDLE, READ, WRITE, DONE } prev_fsm_state_reg, prev_fsm_state, fsm_state, fsm_next_state;
logic   [31:0]      bmem_raddr_temp;
assign bmem_raddr_temp = bmem_raddr;
always_ff @(posedge clk) begin
    if (rst)
        fsm_state <= IDLE;
    else begin
        fsm_state <= fsm_next_state;
        prev_fsm_state_reg <= prev_fsm_state; 
        if (fsm_state == DONE) begin
            count <= '0;
        end
        else if(fsm_state == IDLE) begin
            if (dfp_write && bmem_ready) begin
                count <= count + 3'd1;
            end
        end
        else if (fsm_state == READ) begin
            if(count < 4) begin
                if(bmem_rvalid) begin
                    if(count == 3'd3) begin
                        count <= '0;
                    end
                    else count <= count + 1'b1;
                    buffer[64*count[2:0]+:64] <= bmem_rdata;
                end
                else begin
                    count <= count;
                end
            end
            else count <= '0;
        end
        else if (fsm_state == WRITE) begin
            if(count < 4) begin
                if (dfp_write && bmem_ready) begin
                    count <= count + 3'd1;
                end
                else begin
                    count <= count;
                end
            end
            else count <= '0;
        end
    end
end
always_comb begin
    bmem_read = '0;
    bmem_write = '0;
    dfp_resp = '0;
    bmem_wdata = 64'h0;
    fsm_next_state = fsm_state;
    prev_fsm_state = fsm_state;
    bmem_addr = dfp_addr;
    dfp_rdata = 'x;
    if(fsm_state == IDLE) begin
        if (dfp_read && bmem_ready) begin
            fsm_next_state = READ;
            bmem_read = 1'b1;
        end 
        else if (dfp_write && bmem_ready) begin
            fsm_next_state = WRITE;
            bmem_write = 1'b1;
            bmem_wdata = dfp_wdata[count*64 +: 64];
        end
    end
    else if(fsm_state == READ) begin
        bmem_read = 1'b0;
        if((count == 3'd3) && bmem_rvalid) begin
            fsm_next_state = DONE;
            prev_fsm_state = READ;
        end
    end
    else if(fsm_state == WRITE) begin    
        if(count < 4) begin
            if (dfp_write && bmem_ready) begin
                bmem_write = 1'b1;
                bmem_wdata = dfp_wdata[count*64 +: 64];
                fsm_next_state = WRITE;
            end
            else begin
                bmem_write = 1'b0;
                bmem_wdata = 'x;
                fsm_next_state = WRITE;
            end
        end
        else begin
            prev_fsm_state = WRITE;
            fsm_next_state = DONE;
        end
    end
    else if(fsm_state == DONE) begin
        fsm_next_state = IDLE;
        if(prev_fsm_state_reg == READ) begin
            dfp_rdata = buffer;
        end
        dfp_resp = 1'b1;
        bmem_read = 1'b0;
        bmem_write = 1'b0;
    end
    else begin
        fsm_next_state = IDLE;
    end
end
endmodule : cacheline_adaptor
```
`./run.sh`:
```
#!/bin/bash
# OpenROAD 26Q1-2900-gdf79404cd8, Yosys 0.63+post, stock flow scripts
make -C /OpenROAD-flow-scripts/flow DESIGN_CONFIG=/design/flow/config.mk WORK_HOME=/design/flow/orfs finish
```
`./config.mk`:
```
export PLATFORM = sky130hd
export DESIGN_NAME = cacheline_adaptor
export DESIGN_NICKNAME = cacheline_adaptor
export VERILOG_FILES = /design/flow/design.v
export SDC_FILE = /design/flow/constraint.sdc
export NUM_CORES = 4
export LEC_CHECK = 1
export CORE_AREA = 10 10 312 312
export DIE_AREA = 0 0 322 322
```
`./constraint.sdc`:
```
current_design cacheline_adaptor

set clk_period 67.9
set clk_io_pct 0.2

create_clock -name clk0 -period $clk_period [get_ports {clk}]

set non_clock_inputs [all_inputs -no_clocks]
set_input_delay [expr $clk_period * $clk_io_pct] -clock clk0 $non_clock_inputs
set_output_delay [expr $clk_period * $clk_io_pct] -clock clk0 [all_outputs]
```
==> run summary <==
Top Layout Cells = 648 x clkdlybuf4s50_1, 259 x edfxtp_1, 185 x nand2_1, 179 x o21ai_0, 80 x a22o_1
Critical Path AT = 15.94 ns
cells after synthesis = 1047
die width = 322 um
Switching Fraction = 0.3327
DP Area = 20910 um^2
Slew Limit Fails = 0
Synth Register Bits = 261
Vert. Die Dim = 322 um
Skew-Pair Late Insertion Delay = 0.55 ns
worst-path maximum fanout = 64
final setup vio count = 0
vias in the first global route = 11760
CP Launch Type = primary input
H-Tree Depth = 2
Mean Syn Cell Area = 12.73 um^2
antenna violations before repair = 64
yosys cell count = 1047
switching pwr = 0.1838 mW
Synth Warn # = 1
clock skew = 0.01845 ns
Resized Gates After CTS = 0
period utilization = 0.4348
Clk Tree Root Cell = clkbuf_16
Routed WL per cell = 28.42 um
GP Congestion = 0.9369
Hold Crit Class = flop to flop
OpenROAD warning count = 64
Reg area = 7818 um^2
worst slew pin tran = 0.7590 ns
Pint = 0.3687 mW
share of cells above drive strength 1 = 0.09031
pwr/cell area = 25.10 nW/um^2
Num Clock Sinks = 261
most used flip-flop cell = edfxtp_1
Residual DRC = 0
CP required = 54.32 ns
Final Hold Viols = 0
vias after detailed routing = 11590
largest net degree at the start of global routing = 65
post-synth cell types = 36
Post-synth EDFFs = 259
Max-Cap Viols = 0
chip area = 103700 um^2
I/O Pins = 745
CTS Hold Bufs = 0
Fmax = 0.03387 GHz
Row Count = 110
Reg power frac = 0.343
Setup Crit Path Kind = primary input to primary output
vias per inst = 4.048
Peak VDD IR = 0.01967 mV
CP Capture Type = primary output
hpwl dp = 65250 um
Core ar. = 90290 um^2
outcome = finished clean
unrepaired setup endpoints after global routing = no
Logic pwr share = 0.337
yosys stat area = 13330 um^2
fillers = 9513
post-synthesis sequential area ratio = 0.5866
FP Core Util = 0.1476
Port Buf Inserts = 648
most frequent logic cell in the layout = clkdlybuf4s50_1
WL final = 81400 um
TNS Setup = 0 ns
total CTS buffers = 34
Power Total = 0.5524 mW
setup repair bufs after CTS = 0
DRT iter0 DRCs = 855
number of routed nets with antenna violations = 0
GRT Util Overall = 0.1552
final worst path period need = 29.52 ns
first-pass GRT wire length = 106700 um
clock network fraction of design power = 0.320
CTS Buffer Depth = 3
Mapped Area = 13330 um^2
synthesis-to-finish area growth = 65.15%
Pleak = 7.680 nW
logic area = 4916 um^2
worst rel slew slack = 0.4940
post-route cell area = 22010 um^2
Clock transition at path regs = 0.06 ns
CTS tree = built
iteration count of the initial detailed-routing pass = 5
ys async rst share = 0
total gr overflow = 0
==> power by group through the flow <==
stage / sequential (mW) / combinational [mW] / clock (mW)
final: 0.189 / 0.186 / 0.177
after global routing: 0.189 / 0.203 / 0.190
after CTS: 0.189 / 0.191 / 0.184
==> path summary, 6_finish.rpt <==
check,to,start,slack [ns],cells after the start
setup / recovery,bmem_wdata[5],bmem_ready,38.38,7
hold / removal,buffer[178],buffer[178],0.55,2
setup reg to reg,buffer[12],count[0],64.12,8
hold reg to reg,buffer[178],buffer[178],0.55,2
==> Yosys cell counts (2+ instances only) <==
master	instances	area share
nand3_1	4	0.0015
nor2_1	7	0.0020
o21ai_0	179	0.067
nor4_1	3	0.0014
a21oi_1	3	0.0011
mux4_2	64	0.11
nor3b_1	2	0.0011
nand2b_1	45	0.021
and2b_1	15	0.0085
nor3_1	3	0.0011
nor2b_1	49	0.023
ha_1	12	0.011
clkbuf_1	53	0.015
a22o_1	80	0.053
buf_4	39	0.022
and3_1	2	0.00094
dfxtp_1	2	0.0030
edfxtp_1	259	0.58
buf_2	11	0.0041
buf_12	4	0.0060
mux2i_1	2	0.0015
nand2_1	189	0.053
inv_1	7	0.0020
==> per-stage QoR <==
stage | std cells | setup slack (ns) | hold slack [ns] | utilization
2_1_floorplan | 1047 | 28.78 | 0.4963 | -
3_3_place_gp | 2788 | 38.40 | 0.5368 | 0.2316
3_5_place_dp | 2788 | 38.38 | 0.5448 | 0.2316
4_1_cts | 2848 | 38.38 | 0.5587 | 0.2433
5_1_grt | 2859 | 38.23 | 0.5760 | 0.2436
6_report | 2864 | 38.38 | 0.5546 | 0.2438
==> sequential cells by signal (all words and copies together) (netlist names) <==
| name | cells |
|---|---|
| buffer | 256 |
| count | 3 |
| fsm_state | 2 |
==> kinds of logic after synthesis <==
logic type	synth area share
simple gates	0.1160
compound gates	0.1264
flops	0.5866
buf+inv	0.05014
mux	0.1097
fa+ha+maj	0.01127
==> area by class of cell <==
cell class | instances | area share
repair buffers | 673 | 0.3032
well taps | 1176 | 0.06686
multi-input cells | 670 | 0.2234
clock buffers | 41 | 0.04082
flip-flops and latches | 261 | 0.3552
clock inverters | 19 | 0.007334
diodes | 16 | 0.001819
inverters | 8 | 0.001364
==> per-layer routing <==
| metal | vias up | global-route usage | part of all wire | routed length, um |
|---|---|---|---|---|
| met5 | - | 0 | 0 | 0 |
| met4 | 0 | 0.05372 | 0.035 | 2838 |
| met3 | 166 | 0.06281 | 0.10 | 8534 |
| met2 | 679 | 0.2607 | 0.50 | 40850 |
| met1 | 5613 | 0.1779 | 0.36 | 29170 |
| li1 | 5136 | - | - | - |
==> worst max-delay path, stage by stage <==
cell and delay, ns:
clkdlybuf4s50_1 0.53, nand2_1 0.18, nor3_1 0.32, o21ai_4 0.09
buf_4 0.34, and2b_1 0.30, clkdlybuf4s50_1 0.55
Power figures rest on the tool's default switching activity, not on a simulated workload.
